==> /design/flow/config.mk <==
export PLATFORM = sky130hd
export DESIGN_NAME = blockram
export DESIGN_NICKNAME = blockram
export VERILOG_FILES = /design/flow/design.v
export SDC_FILE = /design/flow/constraint.sdc
export NUM_CORES = 4
export LEC_CHECK = 1
export CORE_UTILIZATION = 40
export SYNTH_MEMORY_MAX_BITS = 65536
==> /design/flow/constraint.sdc <==
current_design blockram

set clk_period 50.9
set clk_io_pct 0.2

create_clock -name clk0 -period $clk_period [get_ports {clk}]

set non_clock_inputs [all_inputs -no_clocks]
set_input_delay [expr $clk_period * $clk_io_pct] -clock clk0 $non_clock_inputs
set_output_delay [expr $clk_period * $clk_io_pct] -clock clk0 [all_outputs]
==> /design/flow/design.v <==
module blockram(
	clk, rst,
	enb, wen, addr, din, dout
);
parameter width = 8, depth = 10, size = 1<<depth;
input clk, rst, enb, wen;
input [depth-1:0] addr;
input [width-1:0] din;
output reg [width-1:0] dout;
reg [width-1:0] ram[0:size-1];
always @(posedge clk)
	if (rst) dout <= 'hx;  
	else if (enb)
		if (wen) ram[addr] <= din;
		else dout <= ram[addr];
endmodule
==> /design/flow/run.sh <==
#!/bin/bash
# OpenROAD 26Q1-2900-gdf79404cd8, Yosys 0.63+post, stock flow scripts
make -C /OpenROAD-flow-scripts/flow DESIGN_CONFIG=/design/flow/config.mk WORK_HOME=/design/flow/orfs finish
==> impl_metrics.csv <==
group,metric,value,unit
outcome,status,"complete, no violations",
route,avgRoutedWirePerCell,32.2,um
clock_tree,clockBufferDepth,4,
floorplanning,core_area,788000,sq um
final_timing,finalClockSkew,0.0576,ns
clock_tree,clock_latency,1.17,ns
cells_and_area,drive_above_1_share,14.4,%
floorplanning,chip_area,795000,sq um
cells_and_area,area_growth,12.4,%
synthesis,synth_top_area_share,77.8,%
setup_path,crit_fanout,42,
final_timing,min_period,16.33,ns
setup_path,crit_required,51.81,ns
worst_hold_path,hold_depth,7,
synthesis,ys_warn_count,1,
floorplanning,std_cell_rows,326,
grt,grt_max_degree,135,
clock_tree,cts_tree,"done",
clock_tree,path_clk_slew,0.06,ns
grt,track_usage,25.2,%
grt,grt_pass1_wl,1290,mm
setup_path,rrSetupSlack,46.49,ns
worst_hold_path,whs_endpoint,"dout[7]$_DFFE_PP_",
worst_hold_path,hp-start,"ram[891][7]$_DFFE_PP_",
placed_design,dpl_cell_area,331000,sq um
setup_path,rr_worst_depth,7,
grt,grt-ovfl-total,0,
final_timing,finalMaxSlewViolations,0,
final_timing,timing.final.ws_setup,34.57,ns
synthesis,ys_ff,8200,
grt,first_global_vias,173000,
synthesis,ys_seq_share,77.8,%
floorplanning,die_w,892,um
final_timing,post-route-period-util,32.1,%
synthesis,ys_cells,16800,
route,drtIter0Drc,11400,
synthesis,synthFlopType,"edfxtp_1",
setup_path,cp_common_cell,"buf_4",
placed_design,post-dp-hpwl,572,mm
clock_tree,numCtsBuffers,786,
synthesis,syn_inst,16800,
final_timing,fin_tns_setup,0,ns
synthesis,synthTopCellsByArea,"edfxtp_1, mux2i_1, mux4_2",
setup_path,slowest_delay,0.63,ns
floorplanning,io-pin-count,30,
route,ant_nets,0,
floorplanning,die_h,892,um
route,drt_first_pass_iters,6,
placed_design,io_buffers,29,
placed_design,post-place-ws,33.41,ns
clock_tree,postCtsHoldBufs,0,
worst_hold_path,hold_class,"reg2reg",
final_timing,fmax,61.2,MHz
cells_and_area,fin_cells,28600,
placed_design,routabilityCongestion,0.921,
grt,antenna_found_initial,90,
final_timing,slew_headroom,14.3,%
setup_path,path_cells,"buf_16 -> buf_4 -> buf_4 -> buf_4 -> buf_4 -> buf_4 -> buf_4 -> buf_4 -> mux2i_1 -> o22ai_1 -> nor4_1 -> nand3_1 -> nand4_1 -> buf_4 -> o31ai_1 -> or4_1",
job,maxCapViolCount,0,
route,wirelength,921,mm
route,via_per_inst,5.71,
setup_path,critical_path_buf_inv_count,9,
setup_path,crit_path_end_kind,"register",
clock_tree,cts_root_buf,"clkbuf_16",
synthesis,synth.cell_area,317000,sq um
clock_tree,cts.sinks,8200,
cells_and_area,finalInstanceArea,356000,sq um
final_timing,finalHoldViolCount,0,
floorplanning,fp_util,40.1,%
placed_design,dp.cells,27000,
setup_path,reg2reg_from,"ram[539][5]$_DFFE_PP_",
route,route.detailed.drc,0,
synthesis,post-synth-top-area-cell,"edfxtp_1",
setup_path,crit_type,"in2reg",
clock_tree,postCtsResizedCells,0,
synthesis,synth_cell_types,77,
power_and_ir_drop,leakage,115,nW
setup_path,worstSetupStartpointType,"input port",
final_timing,max_slew.worst_pin.slew,1.28,ns
clock_tree,htree_levels,6,
route,vias,163000,
setup_path,rr_endpoint,"dout[5]$_DFFE_PP_",
cells_and_area,finish.utilization,45.1,%
final_timing,holdWs,1.20,ns
job,warning_count,89,
final_timing,finalSetupViolations,0,
synthesis,synthArstFlopShare,0,%
synthesis,edf_count,8200,
final_timing,rsz0062_at_grt,"false",
power_and_ir_drop,max-vdd-ir-drop,34.8,uV
power_and_ir_drop,power_density,38.3,nW/um^2
setup_path,cp.arrival,17.24,ns
power_and_ir_drop,total_power,13.6,mW
synthesis,yosys_area,317000,sq um
setup_path,path_delay_family,"buffers and inverters",
clock_tree,cts_setup_buffers,0,
setup_path,crit_path_top_delay_cell,"buf_4",
synthesis,syn_avg_cell_area,18.9,sq um
==> where the power goes <==
group	switching, mW	total, mW	internal (mW)
Sequential	0.00669	7.44	7.43
Clock	2.49	5.57	3.08
Combinational	0.430	0.610	0.180
Total	2.93	13.6	10.7
==> cells in the mapped netlist (34+ instances only) <==
master / count
a211oi_1: 70
a22o_1: 36
a22oi_1: 181
a31oi_1: 56
buf_1: 96
buf_2: 480
buf_4: 36
buf_6: 34
clkbuf_1: 425
edfxtp_1: 8200
mux2i_1: 2701
mux4_2: 694
nand2_1: 249
nand3_1: 145
nor2_1: 1301
nor3_1: 145
nor4_1: 241
o21ai_0: 214
o22ai_1: 1130
==> flip-flops by register name, summed over array words and instances (netlist names) <==
| name | count |
|---|---|
| dout | 8 |
| ram | 8192 |
==> layout make-up <==
type                       instances  area, sq um
timing repair buffer             758         6200
tap                            10500        13100
sequential                      8200       246000
multi-input combinational       7499        65600
clock buffer                    1006        20800
fill                           65400       433000
clock inverter                   392         3390
antenna                          216          541
inverter                           3         12.5
==> metal layers <==
layer | track usage (%) | routed length (um) | vias up
met5 | 2.41 | 2750 | -
met4 | 8.70 | 36800 | 140
met3 | 21.8 | 177000 | 1677
met2 | 34.6 | 411000 | 9733
met1 | 29.1 | 292000 | 82100
li1 | - | - | 69400
==> worst max path at each step <==
stage	end	slack, ns	depth (start not counted)	start
4_1_cts	dout[7]$_DFFE_PP_	34.64	16	addr[1]
5_1_grt	dout[7]$_DFFE_PP_	34.18	16	addr[1]
6_report	dout[7]$_DFFE_PP_	34.57	16	addr[1]
==> tightest hold or removal path, stage by stage, from the launching register on <==
cell and delay (ns):
edfxtp_1 0.32, mux2i_1 0.07, o22ai_1 0.14, nor4_1 0.09
nand3_1 0.09, nand2_1 0.08, o211ai_1 0.20, or4_1 0.12
==> cell usage in the layout (no fill, tap or decap), drive strengths merged, types with 33 or more instances in the layout <==
| master | count |
|---|---|
| o22ai | 1130 |
| nand2 | 249 |
| bufinv | 39 |
| diode | 216 |
| clkbuf | 1006 |
| nor3 | 145 |
| a22o | 36 |
| a211oi | 76 |
| o21ai | 214 |
| clkinv | 323 |
| edfxtp | 8200 |
| a22oi | 181 |
| nor2 | 1301 |
| nand4 | 33 |
| mux4 | 702 |
| buf | 747 |
| nand3 | 145 |
| mux2i | 2701 |
| nor4 | 242 |
| a31oi | 56 |
==> cells by family (layout without fill, tap and decap cells) <==
family / after synthesis / in the layout / synth area share, %
compound gates: 1858 / 1858 / 3.84
buf+inv: 1088 / 2159 / 1.65
flops: 8200 / 8200 / 77.8
mux: 3423 / 3423 / 13.6
other cells: 0 / 216 / 0
simple gates: 2218 / 2218 / 3.10
No activity file was given, so power comes from the tool's default toggle rates.
