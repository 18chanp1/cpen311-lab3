File: /design/flow/run.sh
#!/bin/bash
# OpenROAD 26Q1-2900-gdf79404cd8, Yosys 0.63+post, stock flow scripts
make -C /OpenROAD-flow-scripts/flow DESIGN_CONFIG=/design/flow/config.mk WORK_HOME=/design/flow/orfs finish
File: /design/flow/config.mk
export PLATFORM = sky130hd
export DESIGN_NAME = addsub2
export DESIGN_NICKNAME = addsub2
export VERILOG_FILES = /design/flow/design.v
export SDC_FILE = /design/flow/constraint.sdc
export NUM_CORES = 4
export LEC_CHECK = 1
export CORE_AREA = 10 10 73 73
export DIE_AREA = 0 0 83 83
File: /design/flow/constraint.sdc
current_design addsub2

set clk_period 16.5
set clk_io_pct 0.2

create_clock -name clk0 -period $clk_period

set non_clock_inputs [all_inputs -no_clocks]
set_input_delay [expr $clk_period * $clk_io_pct] -clock clk0 $non_clock_inputs
set_output_delay [expr $clk_period * $clk_io_pct] -clock clk0 [all_outputs]
File: /design/flow/design.v
module addsub1(
	op, oc, y, a, b, c_in,
	c_out, h_out
);
input op, oc;  
output [16-1:0] y;
input [16-1:0] a, b;
input c_in;
output c_out;
output h_out;
wire [16/2-1:0] yh, yl;
wire [16/2-1:0]
	ah = a[16-1:16/2], al = a[16/2-1:0];
wire [16/2-1:0] bh, bl;
wire c =
	(!oc) ? 0 :
	(op) ? ~c_in : c_in;
wire d, e;
assign bh = (op) ? ~b[16-1:16/2] : b[16-1:16/2];
assign bl = (op) ? ~b[16/2-1:0] : b[16/2-1:0];
assign {d, yl} = al + bl + c;
assign {e, yh} = ah + bh + d;
assign h_out = (op) ? ~d : d;
assign c_out = (op) ? ~e : e;
assign y = {yh, yl};
endmodule
module addsub2(
	op, oc, y, yl, a, b, c_in,
	c_out, h_out
);
input op, oc;  
output [16-1:0] y;
input [16-1:0] a, b;
input c_in;
output c_out;
output h_out;
output [16/2-1:0] yl;
wire [16/2-1:0]
	al = a[16/2-1:0];
wire [16-1:0] bs;
wire [16/2-1:0] bl;
wire c =
	(!oc) ? 0 :
	(op) ? ~c_in : c_in;
wire d, e;
assign bl = (op) ? ~b[16/2-1:0] : b[16/2-1:0];
assign bs = (op) ? ~b : b;
assign {d, yl} = al + bl + c;
assign {e, y} = a + bs + c;
assign h_out = (op) ? ~d : d;
assign c_out = (op) ? ~e : e;
endmodule
==> impl_metrics.env <==
# flow metrics
export IMPL_drc=0
export IMPL_gr_usage_met1_pct=10.80
export IMPL_power_frac_seq_pct=0
export IMPL_core_mm2=0.003744
export IMPL_gp_congestion=0.8674
export IMPL_internal_power_mw=0.06137
export IMPL_ys_warn_count=0
export IMPL_area_growth_pct=61.51
export IMPL_drt_iter0_markers=47
export IMPL_die_x_um=83
export IMPL_synth_cells=126
export IMPL_antenna_left=0
export IMPL_track_usage_pct=7.982
export IMPL_cts_resized=0
export IMPL_wl_um=2887
export IMPL_crit_slowest_cell="clkdlybuf4s50_1"
export IMPL_power_mw=0.09420
export IMPL_combPwrFrac_pct=100.0
export IMPL_hold_class="in2out"
export IMPL_criticalPathCategory="in2out"
export IMPL_p_clk_share_pct=0
export IMPL_maxSlewViolCount=0
export IMPL_use_met3_pct=2.165
export IMPL_slew_limit_headroom_pct=72.88
export IMPL_drive_above_1_share_pct=3.977
export IMPL_clock_fmax_mhz=96.21
export IMPL_vias=1003
export IMPL_crit_chain="clkdlybuf4s50_1 > buf_4 > xor2_1 > and2_1 > fa_1 > fa_1 > a21o_1 > a221oi_2 > nor2_2 > a221o_2 > o31ai_2 > xnor2_1 > clkdlybuf4s50_1"
export IMPL_rsz0062_at_grt="false"
export IMPL_place_ws_ns=6.076
export IMPL_timing_final_ws_setup_ns=6.106
export IMPL_hpwl_um=2524
export IMPL_hold_buffers=0
export IMPL_grt_pass1_vias=1092
export IMPL_initial_core_util_pct=26.14
export IMPL_logic_area_um2=890.9
export IMPL_final_area_mm2=0.001580
export IMPL_wire_per_inst_um=12.89
export IMPL_critPathCaptureType="output port"
export IMPL_ios=61
export IMPL_rows=22
export IMPL_die_h_um=83
export IMPL_postCtsSetupBuffers=0
export IMPL_switchingPower_mw=0.03283
export IMPL_regArea_um2=0
export IMPL_yosys_area_top_type_share_pct=19.69
export IMPL_swShare_pct=34.85
export IMPL_grt_antenna_before_repair=0
export IMPL_p_leak_nw=0.6857
export IMPL_hold_viol_final=0
export IMPL_tool_warnings=32
export IMPL_flops=0
export IMPL_port_buffers=61
export IMPL_ys_seq_share_pct=0
export IMPL_synth_distinct_cells=28
export IMPL_tns_ns=0
export IMPL_placed_area_mm2=0.001580
export IMPL_top_cells_by_area="xor2_1, ha_1, xnor2_1, a21oi_1, buf_4"
export IMPL_critPathMaxStageDelay_ns=0.48
export IMPL_outcome="complete, no violations"
export IMPL_power_density_cell_area_mw_per_mm2=59.61
export IMPL_syn_area_um2=978.4
export IMPL_syn_avg_cell_area_um2=7.765
export IMPL_num_clock_buffers=0
export IMPL_critPathRequiredTime_ns=13.20
export IMPL_worstPathArrival_ns=7.09
export IMPL_first_pass_iters=4
export IMPL_ys_area_um2=978.4
export IMPL_grt_max_degree=20
export IMPL_worst_pin_slew_ns=0.4068
export IMPL_finalSetupViolCount=0
export IMPL_startpoint_type="input port"
export IMPL_maxCapViolCount=0
export IMPL_use_met2_pct=13.06
export IMPL_period_used_pct=62.99
export IMPL_grt_busiest_layer="met2"
export IMPL_overflow=0
export IMPL_peakVddDrop_mv=0.02710
export IMPL_grt_pass1_wl_um=4919
export IMPL_diodes=0
export IMPL_crit_fanout=19
export IMPL_die_area_mm2=0.006889
export IMPL_largest_area_cell="xor2_1"
export IMPL_nFillCells=386
export IMPL_vias_per_cell=4.478
export IMPL_period_minus_slack_ns=10.39
export IMPL_ys_cells=126
-- worst max-delay path, delay by kind of cell --
kind / cells / cell delay [ns]
compound gates: 4 / 1.22
simple gates: 2 / 0.26
fa+ha+maj: 2 / 0.83
buf+inv: 3 / 1.23
xor+xnor: 2 / 0.25
-- synth_stat cells (2+ instances only) --
cell type	count
inv_1	3
ha_1	15
a211o_1	2
xnor2_1	11
a21o_1	6
xor2_1	22
and2_1	2
o21ai_0	8
buf_4	8
a21oi_1	14
nand3_1	6
nand2_1	7
fa_1	2
clkbuf_1	3
a31oi_1	3
o21bai_1	2
-- area by class of cell --
type,instances,share of cell area (%)
multi-input combinational,111,56.37
timing repair buffer,62,39.11
tap,48,3.800
inverter,3,0.7126
-- final timing paths --
kind	start	end	slack, ns	cells past startpoint
setup / recovery	op	y[14]	6.11	13
hold / removal	a[0]	yl[0]	7.74	3
-- metal layers --
| layer | share of wire [%] | wire length (µm) | vias to the layer above |
|---|---|---|---|
| li1 | - | - | 542 |
| met4 | 0 | 0 | 0 |
| met2 | 44 | 1283 | 33 |
| met1 | 48 | 1400 | 428 |
| met5 | 0 | 0 | - |
| met3 | 7.1 | 204 | 0 |
-- cell usage in the layout (no fill, tap or decap), drive strengths merged, types with 6 or more instances in the layout --
master	netlist	routed
a21oi	14	14
xor2	22	22
o21ai	8	8
ha	15	15
nand2	7	7
nand3	6	6
clkdlybuf4s50	0	61
a21o	6	6
xnor2	11	11
-- per-stage QoR --
stage	hold slack, ns	std cells	util, %
4_1_cts	7.747	224	42.21
3_3_place_gp	7.742	224	42.21
3_5_place_dp	7.742	224	42.21
2_1_floorplan	6.739	126	-
5_1_grt	7.818	224	42.21
6_report	7.737	224	42.21
-- power groups by stage --
| stage | Combinational [mW] | Sequential [mW] | Clock [mW] |
|---|---|---|---|
| 4_1_cts | 0.0968 | 0 | 0 |
| 5_1_grt | 0.105 | 0 | 0 |
| 6_report | 0.0942 | 0 | 0 |
-- cells by family after synthesis --
| logic type | Yosys count | share of synthesized area (%) |
|---|---|---|
| AND-OR/OR-AND | 42 | 28.77 |
| adder cells (fa/ha/maj) | 17 | 23.27 |
| XOR/XNOR | 33 | 29.54 |
| AND/OR/NAND/NOR | 19 | 9.464 |
| buffers and inverters | 15 | 8.951 |
No activity file was given, so power comes from the tool's default toggle rates.
