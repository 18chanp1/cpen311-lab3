**/design/flow/config.mk**
```make
export PLATFORM = sky130hd
export DESIGN_NAME = music_fetcher
export DESIGN_NICKNAME = music_fetcher
export VERILOG_FILES = /design/flow/design.v
export SDC_FILE = /design/flow/constraint.sdc
export NUM_CORES = 4
export LEC_CHECK = 1
export CORE_UTILIZATION = 50
```
**/design/flow/constraint.sdc**
```tcl
current_design music_fetcher

set clk_period 11.6
set clk_io_pct 0.2

create_clock -name clk0 -period $clk_period [get_ports {clk_27}]
create_clock -name clk1 -period $clk_period [get_ports {clk_50}]

set non_clock_inputs [all_inputs -no_clocks]
set_input_delay [expr $clk_period * $clk_io_pct] -clock clk0 $non_clock_inputs
set_output_delay [expr $clk_period * $clk_io_pct] -clock clk0 [all_outputs]
```
**/design/flow/design.v**
```verilog
module freq_divider
	#(parameter DIV_BUS = 32)
	(input logic inclk, input logic rst, input logic [DIV_BUS - 1:0] div, output logic outclk);
	logic [DIV_BUS - 1:0] counter;
	always_ff @(posedge inclk, posedge rst) begin
		if(rst) begin
			counter <= 'b0;
		end
		else begin
			counter <= counter + 'd1;
			if (counter >= div - 'd1) 	counter <= 'b0;
			if(counter < (div >> 1)) 	outclk <= 1'b1;
			else 								outclk <= 1'b0;
		end
	end
endmodule
module music_fetcher 
#
(
    parameter ADDR_WIDTH = 23,                   
    parameter DATA_WIDTH = 32,                   
    parameter BYTEENABLE_WIDTH = 4,              
    parameter AUDIO_DATA_WIDTH = 16,             
    parameter SONG_ADDR_MAX = 20'h7FFFF          
)
(
    input logic                                 clk_27,                      
    input logic                                 clk_50,                          
    input logic                                 rst,                         
    input logic                                 forward,                     
    input logic                                 paused,                      
    input logic    [31:0]						sample_freq_div,             
    input  logic                                flash_mem_readdatavalid,
    input  logic                                flash_mem_waitrequest,
    input  logic    [DATA_WIDTH - 1:0]          flash_mem_readdata,
    output logic                                flash_mem_read,              
    output logic    [BYTEENABLE_WIDTH - 1:0]    flash_mem_byteenable,
    output logic    [ADDR_WIDTH - 1:0]          flash_mem_address,
    output logic    [AUDIO_DATA_WIDTH - 1:0]    audio_data,                   
    output logic                                audio_ready
);
    localparam FSM_OUT_WIDTH = 4;  
    localparam STATE_WIDTH = ADDR_WIDTH + FSM_OUT_WIDTH;
    logic[STATE_WIDTH - 1:0] state;
    localparam READY_PAUSED =   4'b00_00;
    localparam READY =          4'b00_10;
    localparam FETCH =          4'b00_01;
    localparam SET =            4'b01_00;
    localparam INCREMENT =      4'b11_00;
    localparam DECREMENT =      4'b10_00;
    assign flash_mem_address = state[STATE_WIDTH - 1:FSM_OUT_WIDTH];     
    assign audio_ready = state[3];
    assign flash_mem_read = state[0];                                    
    assign flash_mem_byteenable = 4'b0000;
    logic [31:0] s27_div;
    logic [31:0] s27_div1;
    always_ff @(posedge clk_27) begin
        s27_div1 <= sample_freq_div;
        s27_div <= s27_div1;
    end 
    logic sampling_freq;
    freq_divider m_fetch_divider (
        .inclk(clk_27),
        .rst(1'h0),
        .div(s27_div),
        .outclk(sampling_freq)
    );
    logic synced;
    synchronizer mfetc_synchronizer 
    (
        .insignal(sampling_freq),
        .clk(clk_50),
        .synced(synced)
    );
    logic [31:0] word_count;
    localparam [31:0] SAMPLES_PER_WORD = DATA_WIDTH / AUDIO_DATA_WIDTH;
    always_ff @(posedge clk_50) begin
        if(rst) begin
            state <= {(forward ? {ADDR_WIDTH{1'b0}} : SONG_ADDR_MAX), READY_PAUSED};
            word_count <= 'd0;
        end 
        else begin
            case(state[FSM_OUT_WIDTH - 1:0])
                READY_PAUSED:   state <= paused ? state : {flash_mem_address, READY};
                READY:          state <= (synced & ~flash_mem_waitrequest) ? {flash_mem_address, FETCH}: state;
                FETCH:          state <= {flash_mem_address, SET};
                SET: begin
                        if(flash_mem_readdatavalid) begin
                            audio_data <= flash_mem_readdata[word_count * AUDIO_DATA_WIDTH +: AUDIO_DATA_WIDTH];
                            state <= forward ? {flash_mem_address, INCREMENT} : {flash_mem_address, DECREMENT};
                        end
                        else begin
                            state <= state;
                        end
                    end
                INCREMENT: begin 
                    if(word_count < (SAMPLES_PER_WORD - 1)) begin
                            state <= {flash_mem_address, READY_PAUSED};
                            word_count <= word_count + 1;
                    end
                    else if ((word_count >= (SAMPLES_PER_WORD - 1)) && (flash_mem_address >= SONG_ADDR_MAX)) begin
                        state <= {{ADDR_WIDTH{1'b0}}, READY_PAUSED};
                        word_count <= 'd0;
                    end
                    else begin
                        state <= {(flash_mem_address + 1), READY_PAUSED};
                        word_count <= 'd0;
                    end
                end
                DECREMENT: begin
                    if(word_count > 'd0) begin
                            state <= {flash_mem_address, READY_PAUSED};
                            word_count <= word_count - 1;
                        end
                    else if (word_count == 'd0 && flash_mem_address == 'd0) begin
                        state <= {SONG_ADDR_MAX, READY_PAUSED};
                        word_count <= SAMPLES_PER_WORD - 1;
                    end
                    else begin
                        state <= {(flash_mem_address - 1), READY_PAUSED};
                        word_count <=  SAMPLES_PER_WORD - 1;
                    end
                end
                default: begin
                    state <= {{ADDR_WIDTH{1'b0}}, READY_PAUSED};
                    word_count <= 'd0;
                    audio_data <= 'b0;
                end
            endcase
        end
    end 
endmodule
module synchronizer 
(
    input logic insignal,    
    input logic clk,         
    output logic synced      
);
    logic fdc1_q;
    logic flip0_q;
    logic flip1_q;
    flip flip0(.D(1'b1), .C(insignal), .clr(fdc1_q), .Q(flip0_q));
    flip flip1(.D(flip0_q), .C(clk), .clr(1'b0), .Q(flip1_q));
    flip flip2(.D(flip1_q), .C(clk), .clr(1'b0), .Q(synced));
    flip flip3(.D(synced), .C(~clk), .clr(1'b0), .Q(fdc1_q));
endmodule
module flip(input logic D, input logic C, input logic clr, output logic Q);
    always_ff @(posedge C, posedge clr) begin
        if(clr) Q <= 1'b0;
        else Q <= D;
    end
endmodule
```
**/design/flow/run.sh**
```bash
#!/bin/bash
# OpenROAD 26Q1-2900-gdf79404cd8, Yosys 0.63+post, stock flow scripts
make -C /OpenROAD-flow-scripts/flow DESIGN_CONFIG=/design/flow/config.mk WORK_HOME=/design/flow/orfs finish
```
==> flow_metrics.tcl <==
# place-and-route summary
set metrics [dict create \
    maxSlewViolCount 0 \
    top_area_cell "dfxtp_1" \
    port_buffers 110 \
    wl_per_cell_um 15.03 \
    crit_cells 0 \
    cts_setup_buffers 0 \
    hpwl_um 15450 \
    track_usage_pct 22.16 \
    grt_pass1_wl_um 35670 \
    avgSynthCellArea_um2 9.138 \
    hold_buffers 0 \
    ys_sh_xor_pct 6.506 \
    ant_nets 0 \
    ff_type "dfxtp_1" \
    gr-usage-met2_pct 35.11 \
    rows 51 \
    ir_drop_v 0.0001326 \
    ys_cells 1105 \
    grt.busiest_layer "met2" \
    whs_ps 318.3 \
    untimed_endpoints 1 \
    die_height_um 144.1 \
    crit_fanout 2 \
    ys_seq_share_pct 38.81 \
    status "finished clean" \
    drive_gt1_share_pct 6.768 \
    gp_congestion 0.8951 \
    worst_ep_arrival_time_ps 640 \
    maxCapViolations 0 \
    antenna_found_initial 0 \
    vias_per_cell 5.601 \
    synthArstFlopShare_pct 0.5682 \
    worst-r2r-cell-count 0 \
    final.setup.tns_ps 0 \
    die_w_um 144.1 \
    grt_use_met3_pct 2.394 \
    ys_sh_adder_pct 8.550 \
    worst_pin_slew_ps 777.1 \
    synthesis.area_um2 10100 \
    slew-limit-headroom_pct 48.00 \
    drcViolationCount 0 \
    cp-endpoint "mfetc_synchronizer.flip3.Q" \
    ys.warnings.count 3 \
    p_leak_uw 0.004462 \
    skew_ps 49.58 \
    unclocked_pins 1 \
    initial_utilization_pct 51.38 \
    ys_ff 176 \
    firstDrtPassIters 5 \
    setup.worst_path.start "mfetc_synchronizer.flip2.Q" \
    cts_tree "built" \
    grtUsageMet1_pct 34.48 \
    hold_viol_final 0 \
    antenna_cells 0 \
    area_growth_pct 16.18 \
    setup_viol 0 \
    die_area_um2 20770 \
    power_density_nw_per_um2 135.2 \
    worstPathRequired_ps 6080 \
    logic_family "simple AND/OR/NAND/NOR gates" \
    clk_pin_slew_ps 70 \
    worstSetupEndpointType "register" \
    power_uw 1586 \
    crit_type "reg2reg" \
    drtIter0Drc 440 \
    reg2reg_to "mfetc_synchronizer.flip3.Q" \
    syn_inst 1105 \
    mux_share_pct 1.685 \
    start_kind "register" \
    cts.repair.resized 0 \
    hold_path_class "reg2reg" \
    synthTopCellsByArea "dfxtp_1 27%, edfxtp_1 12%, ha_1 8.6%" \
    io_pins 116 \
    warning_count 31 \
    yosys.area_share.aoi_pct 14.24 \
    r2r_setup_slack_ps 5430 \
    grt_max_degree 43 \
    grt_pass1_vias 7240 \
    grt_overflow 0 \
    synthSimpleGateAreaFrac_pct 23.32 \
    yosys_area_um2 10100 \
    rsz0062_at_grt "no" \
    wirelength_um 21740 \
    edf_count 39 \
    rr_startpoint "mfetc_synchronizer.flip2.Q" \
    synth_cell_type_count 87 \
    core_area_um2 19650 \
    vias 8104 \
    top_cell_area_share_pct 26.96 \
]
[registers in the layout, summed over array words and instances, names as in the netlist]
register                    cells
audio_data                     16
m_fetch_divider.counter        32
m_fetch_divider.outclk          1
mfetc_synchronizer.flip0.Q      1
mfetc_synchronizer.flip1.Q      1
mfetc_synchronizer.flip2.Q      1
mfetc_synchronizer.flip3.Q      1
s27_div                        32
s27_div1                       32
state                          27
word_count                     32
[worst min-delay path by stage]
stage	startpoint	to	cells after the start
5_1_grt	s27_div1[20]	s27_div[20]	0
6_report	s27_div1[20]	s27_div[20]	0
4_1_cts	s27_div1[20]	s27_div[20]	0
[metrics by stage]
step | cells | worst slack, ps | cell area (um2) | util (%)
floorplan | 1108 | 5404 | 10110 | -
finish | 1447 | 5434 | 11730 | 59.69
global placement | 1415 | 5404 | 11140 | 56.66
CTS | 1447 | 5430 | 11730 | 59.69
global route | 1447 | 5440 | 11730 | 59.69
detailed placement | 1415 | 5400 | 11140 | 56.66
[cell usage after synthesis, types with 4 or more instances]
cell type  instances
nand3_1           31
o21ai_1            5
nor3b_1            5
nand3b_1           7
buf_4             28
o211ai_1          12
xor2_1            25
clkbuf_1          29
o21ai_0           39
or4_4              4
nor4_2             5
nor2_1            91
or4_1             11
and3_1            14
a311oi_1          26
inv_1             52
buf_2              6
a21o_1             8
nand4b_1           4
ha_1              69
a21oi_1           53
and4_1             9
a211oi_1          13
nand4_1           23
nor4_1            16
nor2b_1            4
buf_6              6
nor3_1            75
xnor2_1           50
a31oi_1           19
edfxtp_1          39
dfxtp_1          136
or2_2              4
nand2b_1          11
or3_1             12
mux2i_1           17
nand2_1           74
clkbuf_8           4
[cell families after synthesis]
logic type | count (synthesis)
AND/OR/NAND/NOR | 426
AND-OR/OR-AND | 211
other | 2
XOR/XNOR | 75
buffers and inverters | 129
multiplexers | 17
flip-flops | 176
adder cells (fa/ha/maj) | 69
[routing by layer]
metal	vias to the layer above	routed length, um
met5	-	0
met4	0	271
met3	16	874
met2	176	10050
met1	3723	10540
li1	4189	-
[power by group]
part / internal, uW / switching (uW)
clock network: 325 / 254
registers: 673 / 71.6
logic: 136 / 126
[cell usage in the layout, fill, tap and decap left out, types with 18 or more instances in the layout]
cell	n
dfxtp_1	136
clkdlybuf4s50_1	110
nor2_1	91
nor3_1	75
nand2_1	74
ha_1	69
a21oi_1	53
inv_1	52
xnor2_1	50
o21ai_0	39
edfxtp_1	39
nand3_1	31
a311oi_1	26
xor2_1	25
nand4_1	23
a31oi_1	18
clkbuf_16	18
[layout make-up]
type / count / area (um2)
clock buffers: 20 / 467.9
clock inverters: 13 / 131.4
multi-input cells: 803 / 5522
fillers: 1789 / 7923
repair buffers: 119 / 1169
inverters: 51 / 191.4
well taps: 265 / 331.6
flip-flops and latches: 176 / 3919
